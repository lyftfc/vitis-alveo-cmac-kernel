==> flow/design.v <==
`timescale 1ns / 1ps
module axis_packet_counter #(
    parameter DWIDTH = 512
) (
(* X_INTERFACE_PARAMETER = "XIL_INTERFACENAME aclk, ASSOCIATED_BUSIF prb_axis, ASSOCIATED_RESET aresetn" *)
(* X_INTERFACE_INFO = "xilinx.com:signal:clock:1.0 aclk CLK" *)
    input wire aclk,
(* X_INTERFACE_PARAMETER = "XIL_INTERFACENAME aresetn, POLARITY ACTIVE_LOW, INSERT_VIP 0" *)
(* X_INTERFACE_INFO = "xilinx.com:signal:reset:1.0 aresetn RST" *)
    input wire aresetn,
(* X_INTERFACE_INFO = "xilinx.com:interface:axis:1.0 prb_axis TREADY" *)
    input wire prb_axis_tready,
(* X_INTERFACE_INFO = "xilinx.com:interface:axis:1.0 prb_axis TVALID" *)
    input wire prb_axis_tvalid,
(* X_INTERFACE_INFO = "xilinx.com:interface:axis:1.0 prb_axis TDATA" *)
    input wire [DWIDTH-1:0] prb_axis_tdata,
(* X_INTERFACE_MODE = "monitor" *)
(* X_INTERFACE_PARAMETER = "XIL_INTERFACENAME prb_axis, HAS_TLAST 1, HAS_TREADY 1" *)
(* X_INTERFACE_INFO = "xilinx.com:interface:axis:1.0 prb_axis TLAST" *)
    input wire prb_axis_tlast,
    output reg [31:0] packet_count
);
always @ (posedge aclk) begin
    if (!aresetn) begin
        packet_count = 32'b0;
    end else begin
        if (prb_axis_tready && prb_axis_tvalid && prb_axis_tlast)
            packet_count = packet_count + 1;
    end
end
endmodule
==> flow/run.sh <==
#!/bin/bash
# OpenROAD 26Q1-2900-gdf79404cd8, Yosys 0.63+post, stock flow scripts
make -C /OpenROAD-flow-scripts/flow DESIGN_CONFIG=/design/flow/config.mk WORK_HOME=/design/flow/orfs finish
==> flow/config.mk <==
export PLATFORM = sky130hd
export DESIGN_NAME = axis_packet_counter
export DESIGN_NICKNAME = axis_packet_counter
export VERILOG_FILES = /design/flow/design.v
export SDC_FILE = /design/flow/constraint.sdc
export NUM_CORES = 4
export LEC_CHECK = 1
export CORE_AREA = 10 10 216 216
export DIE_AREA = 0 0 226 226
==> flow/constraint.sdc <==
current_design axis_packet_counter

set clk_period 5.0
set clk_io_pct 0.2

create_clock -name clk0 -period $clk_period [get_ports {aclk}]

set non_clock_inputs [all_inputs -no_clocks]
set_input_delay [expr $clk_period * $clk_io_pct] -clock clk0 $non_clock_inputs
set_output_delay [expr $clk_period * $clk_io_pct] -clock clk0 [all_outputs]
==> flow_metrics.env <==
# implementation run metrics
export IMPL_run_status="finished clean"
export IMPL_power_density_nw_per_um2=225
export IMPL_cp_max_fo=22
export IMPL_crit_type="in -> reg"
export IMPL_worstRegToRegCells=5
export IMPL_avgRoutedWirePerCell_um=8.41
export IMPL_htreeDepth=2
export IMPL_post_cts_buffers=0
export IMPL_warnings=537
export IMPL_setup_viol=0
export IMPL_fmaxAchievable_mhz=333
export IMPL_ys_cells=187
export IMPL_synth_top_area_share_pct=40.8
export IMPL_seq_area_um2=641
export IMPL_drive_gt1_share_pct=4.50
export IMPL_syn_area_um2=1570
export IMPL_fin_crit_sh_pct=60.1
export IMPL_critPathLaunchType="input port"
export IMPL_top_cells_by_area="dfxtp_1 41%, or4_1 7.2%, nand4_1 6.0%, o31ai_1 5.7%, a21oi_1 5.4%"
export IMPL_initial_utilization_pct=3.74
export IMPL_final_fill_count=4850
export IMPL_io_pins=549
export IMPL_holdPathEnd="packet_count[31]$_SDFFE_PN0P_"
export IMPL_post_cts_resized=0
export IMPL_yosysUniqueCellTypes=28
export IMPL_hp_start="packet_count[31]$_SDFFE_PN0P_"
export IMPL_reg2reg_from="packet_count[0]$_SDFFE_PN0P_"
export IMPL_diodes=0
export IMPL_largest_reg_flops=32
export IMPL_hold_path_depth=2
export IMPL_grt_util_met2_pct=3.11
export IMPL_ys_seq_share_pct=40.8
export IMPL_stdcell_area_um2=2730
export IMPL_crit_chain="clkdlybuf4s50_1 > nand3_1 > or3_1 > or4_1 > a21oi_1"
export IMPL_place_ws_ns=1.76
export IMPL_cts_tree="built"
export IMPL_cpLargestDelayFamily="simple AND/OR/NAND/NOR gates"
export IMPL_arrival_ns=3.21
export IMPL_cts_path_max_buffers=2
export IMPL_layout_setup_ws_ns=1.99
export IMPL_gr_usage_met3_pct=1.37
export IMPL_setup_tns_ns=0
export IMPL_busiest_layer="met1"
export IMPL_ys_warnings_count=1
export IMPL_final_cells=761
export IMPL_max_slew_worst_pin_slew_ns=0.676
export IMPL_ys_area_um2=1570
export IMPL_die_area_um2=51100
export IMPL_port_buffer_count=36
export IMPL_required_ns=5.21
export IMPL_worstReg2RegEnd="packet_count[16]$_SDFFE_PN0P_"
export IMPL_drt_iter0_markers=97
export IMPL_syn_inst=187
export IMPL_placed_cells=753
export IMPL_cts_clk_slew_worst_paths_ns=0.05
export IMPL_grt_usage_pct=2.51
export IMPL_synthToLayoutAreaGrowth_pct=74.1
export IMPL_finalCriticalPeriod_ns=3.01
export IMPL_die_h_um=226
export IMPL_maxSlewViolCount=0
export IMPL_drtAntennaViolNets=0
export IMPL_syn_area_per_cell_um2=8.40
export IMPL_routed_via_count=1616
export IMPL_fp_row_count=75
export IMPL_finalHoldViolations=0
export IMPL_core_area_um2=41900
export IMPL_grt_pass1_vias=1442
export IMPL_power_leakage_uw=0.000625
export IMPL_die_w_um=226
export IMPL_place_gp_congestion=0.781
export IMPL_hold_class="reg -> reg"
export IMPL_worstSetupEndpointType="flop"
export IMPL_rsz0062_at_grt="false"
export IMPL_final_setup_skew_ns=0.00669
export IMPL_antenna_found_initial=0
export IMPL_grtUsageMet1_pct=3.78
export IMPL_ys_ff=32
export IMPL_cp_slowest_stage_delay_ns=0.73
export IMPL_drtPass1Iterations=4
export IMPL_clkLatencyLatePin_ns=0.28
export IMPL_r2r_setup_slack_ns=2.69
export IMPL_grt_ovfl_total=0
export IMPL_ir_drop_uv=108
export IMPL_grt_first_pass_wirelength_um=9320
export IMPL_yosys_area_top_type="dfxtp_1"
export IMPL_via_per_inst=2.12
export IMPL_logic_area_um2=883
export IMPL_placed_cell_area_um2=2570
export IMPL_cts_sinks=32
export IMPL_clockRootBuffer="clkbuf_16"
export IMPL_cts_buffers=5
export IMPL_post_dp_hpwl_um=5170
export IMPL_maxSlewHeadroom_pct=55.0
export IMPL_maxCapViolCount=0
export IMPL_drt_wl_total_um=6400
export IMPL_crit_buf_inv=1
export IMPL_grt_max_degree=29
export IMPL_cts_hold_buffers=0
export IMPL_route_detailed_drc=0
export IMPL_cp_slowest_cell="or3_1"
## cell usage in the layout (no fill, tap or decap), drive strengths merged
cell	n
clkbuf	6
o31ai	12
mux2i	1
o311ai	3
nand3	12
nor4	4
and3	5
xor2	5
a21oi	17
ha	1
clkinv	1
nand4	15
xnor2	6
nor2	11
inv	3
o41ai	3
dfxtp	32
clkdlybuf4s50	36
o21ai	4
and4	2
or3	6
nor3	2
or4	15
nand2b	4
bufinv	1
nand2	15
## cells by family after synthesis
logic type,after synthesis,share of synthesized area (%)
mux,1,0.637
compound gates,39,15.8
fa+ha+maj,1,0.797
buf+inv,12,2.95
flops,32,40.8
simple gates,91,32.9
xor+xnor,11,6.14
## cell type report
cell class | instances | area share [%]
Clock buffer | 6 | 4.71
Clock inverter | 2 | 1.28
Inverter | 3 | 0.412
Multi-Input combinational cell | 143 | 32.3
Sequential cell | 32 | 23.4
Tap cell | 539 | 24.7
Timing Repair Buffer | 36 | 13.2
## layer usage
metal | vias up | routed length, µm | part of all wire [%]
met5 | - | 0 | 0
met4 | 0 | 31 | 0.48
met3 | 7 | 809 | 13
met2 | 57 | 2310 | 36
met1 | 750 | 3250 | 51
li1 | 802 | - | -
## metrics by stage
| stage | utilization [%] | power, µW | hold WS [ns] |
|---|---|---|---|
| floorplan | - | 269 | 0.430 |
| global placement | 6.13 | 275 | 0.458 |
| detailed placement | 6.13 | 275 | 0.479 |
| CTS | 6.52 | 621 | 0.480 |
| global route | 6.52 | 638 | 0.519 |
| finish | 6.52 | 614 | 0.474 |
## synthesized netlist by cell type
library cell	instances
buf_2	1
ha_1	1
xnor2_1	6
and4_1	2
o21ai_0	4
or3_1	6
o31ai_1	12
nor4_1	4
nor3_1	2
and3_1	4
mux2i_1	1
buf_1	1
dfxtp_1	32
clkbuf_1	7
nand3_1	11
xor2_1	5
o311ai_0	3
nor2_1	11
nand3_2	1
nand4_1	15
nand2_1	15
and3_2	1
a21oi_1	17
o41ai_1	3
nand2b_1	4
inv_2	1
or4_1	15
inv_1	2
## worst max-delay path by stage
stage | start | end | slack, ns | cells past startpoint
4_1_cts | prb_axis_tready | packet_count[25]$_SDFFE_PN0P_ | 2.05 | 5
6_report | prb_axis_tready | packet_count[25]$_SDFFE_PN0P_ | 1.99 | 5
5_1_grt | prb_axis_tready | packet_count[25]$_SDFFE_PN0P_ | 1.87 | 5
## report_power, final
group / internal (µW) / leakage, µW / switching [µW]
sequential: 256 / 0.000258 / 1.13
clock: 234 / 0.0000808 / 110
combinational: 5.33 / 0.000286 / 7.68
## tightest hold or removal path, stage by stage (launching register included)
cell and delay [ns]:
dfxtp_1 0.32, nand2_1 0.06, mux2i_1 0.05
No activity file was given, so power comes from the tool's default toggle rates.
